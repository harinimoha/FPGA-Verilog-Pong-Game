[flow/design.v]
module Motion_Paddle2 (
    input clock,
    input reset,
    input paddle2_up,
    input paddle2_down,
    output reg [15:0] paddle2_Y
);
    parameter SCREEN_HEIGHT = 480;
    parameter PADDLE_HEIGHT = 80;
    always @(posedge clock or posedge reset)
	 begin
        if (reset) 
	         begin
            paddle2_Y <= SCREEN_HEIGHT / 2 - PADDLE_HEIGHT / 2;
            end 
        else 
	         begin
                 if (paddle2_up && (paddle2_Y < SCREEN_HEIGHT - PADDLE_HEIGHT)) 
				     begin
                 paddle2_Y <= paddle2_Y + 2;   
                 end
                 if (paddle2_down && (paddle2_Y > 0)) 
	              begin
                 paddle2_Y <= paddle2_Y - 2;   
                 end
             end
    end
endmodule
[flow/constraint.sdc]
current_design Motion_Paddle2

set clk_period 8.7
set clk_io_pct 0.2

create_clock -name clk0 -period $clk_period [get_ports {clock}]

set non_clock_inputs [all_inputs -no_clocks]
set_input_delay [expr $clk_period * $clk_io_pct] -clock clk0 $non_clock_inputs
set_output_delay [expr $clk_period * $clk_io_pct] -clock clk0 [all_outputs]
[flow/run.sh]
#!/bin/bash
# OpenROAD 26Q1-2900-gdf79404cd8, Yosys 0.63+post, stock flow scripts
make -C /OpenROAD-flow-scripts/flow DESIGN_CONFIG=/design/flow/config.mk WORK_HOME=/design/flow/orfs finish
[flow/config.mk]
export PLATFORM = sky130hd
export DESIGN_NAME = Motion_Paddle2
export DESIGN_NICKNAME = Motion_Paddle2
export VERILOG_FILES = /design/flow/design.v
export SDC_FILE = /design/flow/constraint.sdc
export NUM_CORES = 4
export LEC_CHECK = 1
export CORE_AREA = 10 10 112 112
export DIE_AREA = 0 0 122 122
==> results.toml <==
# synthesis and place-and-route metrics
[yosys]
post_synth_fa_ha_maj_area_fraction_pct = 14.7
top_cells_by_area = "sky130_fd_sc_hd__dfrtp_1, sky130_fd_sc_hd__ha_1, sky130_fd_sc_hd__a21oi_1"
yosys-stat-cells = 131
post_synth_tally_of_flip_flops_with_integrated_enable = 0
ys.flops = 15
ys_chip_area_mm2 = 0.00124
yosys_warnings = 1
post_synth_ao_oa_area_fraction_pct = 21.1
synthesis.area_mm2 = 0.00124
yosys-dominant-comb-family = "AND-OR/OR-AND gates"
post_synth_inst_count = 131
post_synth_num_cell_types = 40
synth_top_flop_cell = "sky130_fd_sc_hd__dfrtp_1"
syn_avg_cell_area_um2 = 9.48
post-synth-top-area-cell = "sky130_fd_sc_hd__dfrtp_1"
synth.yosys.seq_area_share_pct = 30.5
post_synth_xor_area_fraction_pct = 9.87
postSynth.asyncResetShare_pct = 100
synth.cellmix.simpleShare_pct = 14.6
post-synth-top-area-fraction_pct = 24.2
mux_share_pct = 4.43

[final_timing]
rsz_0062_raised_after_global_routing = "no"
fraction_of_the_cycle_the_final_worst_path_needs_pct = 49.4
setup_total_negative_slack_ns = 0
fin_worst_skew_ns = 0.00412
max_slew.worst_pin.slew_ns = 0.590
worst_slew_margin_rel_pct = 60.6
hold_viol_final = 0
period_minus_slack_ns = 4.30
maxClockFrequency_mhz = 232
slew_viol_final = 0
total_of_endpoints_with_negative_setup_slack_in_the_final_report = 0

[setup_path]
worst-path-buf-inv = 2
critPathKind = "input pin to flip-flop"
crit_path_max_incr_delay_ns = 0.51
critical_path.endpoint_type = "flip-flop"
cp_max_fo = 14
critical-path-slowest-cell = "sky130_fd_sc_hd__clkdlybuf4s50_1"
timing.critical_path.arrival_ns = 4.43
path_delay_family = "AND-OR/OR-AND gates"
critPathRequiredTime_ns = 8.83
startpoint_type = "input pin"
critical_path.cell_chain = "clkdlybuf4s50_1, o41ai_4, inv_1, ha_1, a211o_1, a31o_2, a31oi_1, o21ai_0, mux2i_1, xor2_1"

[clocking]
htree_levels = 1
clk_path_buf_depth = 2
clock-sinks = 15
cts_buffers = 3
cts_tree = "built"
cts.clk_slew.worst_paths_ns = 0.06
post-cts-setup-buffers = 0
post_cts_sizing = 0
hold_buffers = 0
insertion_delay_ns = 0.25
clockRootBuffer = "sky130_fd_sc_hd__clkbuf_8"

[route]
vias = 1027
antennaDiodeCount = 0
drt.antenna.violating_nets = 0
drt_iter0_drc = 62
avgViaCountPerCell = 3.60
drc = 0
wirelength_mm = 3.36
first_pass_iters = 4
drt-wirelength-per-cell_um = 11.8

[global_route]
globalRouteMet2Util_pct = 8.24
grt_pass1_vias = 1056
grt_busiest_layer = "met2"
grt_antenna_before_repair = 0
grt.overflow.total = 0
grt_first_pass_wirelength_mm = 5.56
total_global_routing_track_utilization_pct = 4.55
grt_max_degree = 25
gr-usage-met3_pct = 0.516
groute.layer.met1.usage_pct = 5.61

[final_layout]
largest_register_ff_count = 15
sequential_standard_cell_area_um2 = 379
mostFrequentLayoutCell = "sky130_fd_sc_hd__a21oi_1"
layout.area.comb_um2 = 808
mostFrequentLayoutCells = "sky130_fd_sc_hd__a21oi_1, sky130_fd_sc_hd__clkdlybuf4s50_1, sky130_fd_sc_hd__ha_1"
max_flop_register = "paddle2_Y"
reg_top3 = "paddle2_Y (15)"
fillers = 1126
layout.cell_area.non_filler_mm2 = 0.00160
post_route_cells_drive_above_1_share_pct = 10.7
area_delta_synth_final_pct = 28.9

[die]
die_y_um = 122
floorplan.die.width_um = 122
core_area_mm2 = 0.0102
io-pin-count = 20
floorplan.initialDensity_pct = 12.1
die_area_mm2 = 0.0149
row_count = 37

[outcome]
status = "finished, final reports clean"

[placed_design]
hpwlAfterDp_mm = 2.60
postPlaceCellArea_mm2 = 0.00156
portBuffers = 18
globalplace.congestion = 0.825

[job]
openroad.warnings = 25
drv_cap = 0

[pwr]
power_per_cell_area_mw_per_mm2 = 370
leakage_uw = 0.000653
vdd.ir_drop.worst_mv = 0.0631

[min_path]
worst_hold_path_class = "flip-flop to flip-flop"
worst paths after layout:
path | start | slack (ns) | cells after the start | endpoint
setup / recovery | paddle2_down | 4.40 | 10 | paddle2_Y[15]$_DFFE_PP0P_
setup reg to reg | paddle2_Y[9]$_DFFE_PP0P_ | 5.03 | 11 | paddle2_Y[15]$_DFFE_PP0P_
hold reg to reg | paddle2_Y[15]$_DFFE_PP0P_ | 0.53 | 1 | paddle2_Y[15]$_DFFE_PP0P_
hold / removal | paddle2_Y[15]$_DFFE_PP0P_ | 0.53 | 1 | paddle2_Y[15]$_DFFE_PP0P_
min in group asynchronous | reset | 1.88 | 2 | paddle2_Y[13]$_DFFE_PP0P_
max in group asynchronous | reset | 6.43 | 2 | paddle2_Y[4]$_DFFE_PP0P_
power by group:
group	total (uW)	switching (uW)	internal (uW)
combinational	369	166	203
clock	58.9	26.4	32.5
sequential	165	53.0	112
metal layers:
layer | vias to the layer above | share of wire, %
li1 | 516 | -
met1 | 492 | 44
met2 | 17 | 51
met3 | 2 | 3.4
met4 | 0 | 1.8
met5 | - | 0
kinds of logic (layout without fill, tap and decap cells):
group | Yosys count | after routing
AND-OR/OR-AND | 39 | 39
XOR/XNOR | 14 | 14
other | 1 | 1
adder cells (fa/ha/maj) | 14 | 14
multiplexers | 4 | 4
AND/OR/NAND/NOR | 35 | 35
flip-flops | 15 | 15
buffers and inverters | 9 | 27
final cells by class:
cell class              instances  share of cell area (%)
clock buffers                   4                    2.81
well taps                     136                    10.6
flip-flops and latches         15                    23.7
repair buffers                 18                    11.2
inverters                       5                    1.17
multi-input cells             107                    50.5
metrics by stage:
| stage | instances | power (uW) | setup WS (ns) | hold slack, ns | util [%] |
|---|---|---|---|---|---|
| floorplan | 131 | 397 | 4.95 | 0.443 | - |
| global route | 285 | 655 | 4.19 | 0.552 | 15.7 |
| CTS | 285 | 602 | 4.41 | 0.529 | 15.7 |
| detailed placement | 281 | 539 | 4.16 | 0.517 | 15.2 |
| finish | 285 | 592 | 4.40 | 0.525 | 15.7 |
| global placement | 281 | 537 | 4.14 | 0.516 | 15.2 |
worst register-to-register path, delay by kind of cell, from the launching register on:
| kind | cells | cell delay [ns] |
|---|---|---|
| compound gates | 5 | 1.44 |
| xor+xnor | 1 | 0.16 |
| fa+ha+maj | 1 | 0.47 |
| buf+inv | 1 | 0.35 |
| flops | 1 | 0.44 |
| mux | 1 | 0.16 |
| simple gates | 2 | 0.55 |
cell usage after synthesis (3+ instances only):
cell,count
sky130_fd_sc_hd__xor2_1,7
sky130_fd_sc_hd__dfstp_2,3
sky130_fd_sc_hd__mux2_4,3
sky130_fd_sc_hd__o21ai_0,3
sky130_fd_sc_hd__inv_1,5
sky130_fd_sc_hd__nor2_1,10
sky130_fd_sc_hd__a21oi_1,19
sky130_fd_sc_hd__xnor2_1,7
sky130_fd_sc_hd__nand2_1,7
sky130_fd_sc_hd__ha_1,13
sky130_fd_sc_hd__a21o_1,5
sky130_fd_sc_hd__nand3_1,5
sky130_fd_sc_hd__nand4_1,3
sky130_fd_sc_hd__dfrtp_1,12
Power and IR drop assume default switching activity.
