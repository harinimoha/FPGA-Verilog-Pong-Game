`flow/run.sh`:
```
#!/bin/bash
# OpenROAD 26Q1-2900-gdf79404cd8, Yosys 0.63+post, stock flow scripts
make -C /OpenROAD-flow-scripts/flow DESIGN_CONFIG=/design/flow/config.mk WORK_HOME=/design/flow/orfs finish
```
`flow/config.mk`:
```
export PLATFORM = sky130hd
export DESIGN_NAME = Motion_Paddle1
export DESIGN_NICKNAME = Motion_Paddle1
export VERILOG_FILES = /design/flow/design.v
export SDC_FILE = /design/flow/constraint.sdc
export NUM_CORES = 4
export LEC_CHECK = 1
export CORE_AREA = 10 10 98 98
export DIE_AREA = 0 0 108 108
```
`flow/constraint.sdc`:
```
current_design Motion_Paddle1

set clk_period 6.6
set clk_io_pct 0.2

create_clock -name clk0 -period $clk_period [get_ports {clock}]

set non_clock_inputs [all_inputs -no_clocks]
set_input_delay [expr $clk_period * $clk_io_pct] -clock clk0 $non_clock_inputs
set_output_delay [expr $clk_period * $clk_io_pct] -clock clk0 [all_outputs]
```
`flow/design.v`:
```
module Motion_Paddle1 (
    input clock,
    input reset,
    input paddle1_up,
    input paddle1_down,
    output reg [15:0] paddle1_Y
);
    parameter SCREEN_HEIGHT = 480;
    parameter PADDLE_HEIGHT = 80;
    always @(posedge clock or posedge reset) 
    begin
        if (reset) 
		begin
            	paddle1_Y <= SCREEN_HEIGHT / 2 - PADDLE_HEIGHT / 2;
        	end 
        else 
        	begin
            	if (paddle1_up && (paddle1_Y < SCREEN_HEIGHT - PADDLE_HEIGHT)) 
		         begin
                	paddle1_Y <= paddle1_Y + 2;   
            	end
            	if (paddle1_down && (paddle1_Y > 0)) 
		         begin
                	paddle1_Y <= paddle1_Y - 2;   
            	end
        end
    end
endmodule
```
==> summary.txt <==
Implementation status.

- The number of antenna violations at the first check in global routing is 0.
- The number of global-route vias before repair was between 1000 and 1500.
- The critical path endpoint category is a flip-flop.
- RePlAce ended its routability-driven mode at a weighted congestion of ~0.94.
- The share of the yosys chip area belonging to registers is 0.305.
- The pre-CTS setup slack is 2410 ps.
- Per the detail_route log, met2 wirelength is 1290 µm.
- Max-cap violations in this run came to 0.
- The CTS log lists the clock sinks for this run as 15.
- The number of flip-flops under the largest register name is 15.
- The post-route fraction of the period consumed by the critical path is 0.597.
- Dividing the detail-routed via count by the number of cells gives 4.04.
- The beginning of the worst register-to-register path is paddle1_Y[2].
- Port buffering added 18 buffers.
- Note, the detailed placer reported a final HPWL of 2210 µm.
- The via total after detailed routing is about 1000.
- The worst endpoint required time is a little under 7000 ps.
- Counting cells, the worst reg-to-reg path comes to 10.
- The initialized floorplan defines 32 standard-cell rows.
- The post-synthesis cell type with the largest instance count is sky130_fd_sc_hd__a21oi_1.
- The number of different library cells used by synthesis comes to 40.
- The kind of start point of the critical path is an input pin.
- In this run the static leakage power is ~0.65 nW.
- The top fanout value on the critical path is 14.
- In the global route stage, overall resource usage came out at 0.0486.
- The classification of the worst setup path is input pin to flip-flop.
- Setup repair after global routing left no endpoint under its margin.
- The reg-to-reg setup timing slack is ~2900 ps.
- The registers reported with the highest flop counts are paddle1_Y (15).
- For this run the aggregate overflow at the end of global routing stands at 0.
- Counting the buffers created by CTS gives 3.
- The post-route report lists met1 wire length as between 1000 and 1500 µm.
- The area share of the largest cell type after synthesis is 0.242.
- The y dimension of the die is 108 µm.
- The report lists the number of cells resized after CTS as 0.
- The first global-routing pass estimated about 4900 µm of wire.
- The core outline area is 7650 µm².
- Nets still carrying antenna violations after routing amount to 0.
- Across the routed clock network, the largest skew measured is 2.12 ps.
- The biggest area contributor in the post-synthesis netlist is sky130_fd_sc_hd__dfrtp_1.
- Headroom to the max-slew limit came out at 0.597.
- The report gives the cell count of the worst hold path as 1.
- The setup TNS after final layout is 0 ps.
- The data arrival time of the critical path is 4070 ps.
- Pins over their slew limit in the final report were tallied at 0.
- The highest metal layer used by the detailed router is met4.
- The cell sitting at the root of the clock tree is a sky130_fd_sc_hd__clkbuf_8.
- The class of the most critical hold timing path is flip-flop to flip-flop.
- Counting instances in the post-synthesis netlist gives the leading cell types as sky130_fd_sc_hd__a21oi_1 (19), sky130_fd_sc_hd__ha_1 (13), sky130_fd_sc_hd__dfrtp_1 (12).
- In this run the number of H-tree levels came out at 1.
- The share of async-settable or async-resettable flops after synthesis is 1.00.
- After detailed routing, the average wire length per cell comes to around 11 µm.
- According to the floorplan report, the die width is 108 µm.
- The post-route DRC violation count is 0.
- The CTS tree is yes.
- The warning tally printed by Yosys for this design is 1.
- After technology mapping, the gate count stands at 131.
- The synthesized design contains 15 register bits.
- The setup slack after layout is 2660 ps.
- The first detailed-routing pass ran for 4 iterations.
- The latest clock arrival within the worst-skew pair is 250 ps.
- The chip area is 11700 µm².
- The top register by number of flip-flops is paddle1_Y.
- The hold path endpoint is paddle1_Y[15].
- The pin closest to its max-slew limit shows a slew of 604 ps.
- The report puts the hold buffer count at CTS at 0.
- From synthesis to final layout, the design area changed by 25.5%.
- In the floorplan report the effective utilization is 0.162.
- The synthesis report lists the most area-consuming cells as sky130_fd_sc_hd__dfrtp_1 (24%), sky130_fd_sc_hd__ha_1 (13%), sky130_fd_sc_hd__a21oi_1 (7.7%).
- For this design, Yosys synthesis ends with a cell count of 131.
- From the final report, the count of setup violators was given as 0.
- In the final layout, the share of cells above drive strength 1 is 0.107.
- Dividing the synthesized area by the synthesized cell count gives 9.48 µm².
- Entering global routing, the biggest net connects 25 pins.
- Static timing analysis puts the maximum clock frequency at between 200 and 300 MHz.
- 20 I/O pins were placed.
- The post-synthesis cell area is approximately 1200 µm².
- The worst-case clock buffer depth is 2.
- The detailed router finished its first iteration with 33 violations.
- The clock-pin transition on the worst setup and hold timing paths is 60 ps.
- The count of buffers added by post-CTS timing repair for setup is 0.
- Warnings raised by the tools during the run amount to 25.
- The flow ran to the end, and the final reports show no timing, DRC or antenna violations.
- The total length of routed met3 wires is 142 µm.
- The count of flip-flops with a built-in enable after synthesis is 0.
- The total cell area reported by yosys after synthesis is 1240 µm².
- The final layout contains routed wiring with a total length of 2830 µm.
- The report lists the power per cell area as 490 nW/µm².
- The final critical-path required period is between 3000 and 4000 ps.
- The critical register-to-register path endpoint is paddle1_Y[15].
- Per the hold report, the tightest min-delay path originates at paddle1_Y[15].
- The worst-case vdd ir drop is ~0.00008 V.
- For reference, the final report shows the hold violation count at 0.
- The most used flip-flop cell is sky130_fd_sc_hd__dfrtp_1.
- The antenna diode instance count is 0.
==> worst max-delay path by stage <==
stage                start             to  slack (ps)  cells after the start
finish        paddle1_down  paddle1_Y[15]        2660                     10
global route  paddle1_down  paddle1_Y[15]        2480                     10
CTS           paddle1_down  paddle1_Y[15]        2670                     10
==> stage by stage <==
step                      instances  hold WS (ps)  utilization  power (mW)  instance area (µm²)
after floorplan                 131           443            -       0.523                 1240
after global routing            251           522        0.204       0.840                 1560
final                           251           488        0.204       0.763                 1560
after CTS                       251           494        0.204       0.776                 1560
after detailed placement        247           485        0.198       0.694                 1510
after global placement          247           481        0.198       0.691                 1510
==> logic make-up after synthesis <==
kind of cell	synth area share
flip-flops	0.305
buffers and inverters	0.0443
other	0.00302
XOR/XNOR	0.0987
adder cells (fa/ha/maj)	0.147
AND/OR/NAND/NOR	0.146
multiplexers	0.0443
AND-OR/OR-AND	0.211
==> critical path: stages <==
cell	delay, ps
sky130_fd_sc_hd__clkdlybuf4s50_1	510
sky130_fd_sc_hd__o41ai_4	110
sky130_fd_sc_hd__inv_1	420
sky130_fd_sc_hd__ha_1	400
sky130_fd_sc_hd__a211o_1	310
sky130_fd_sc_hd__a31o_2	240
sky130_fd_sc_hd__a31oi_1	250
sky130_fd_sc_hd__o21ai_0	190
sky130_fd_sc_hd__mux2i_1	160
sky130_fd_sc_hd__xor2_1	160
==> area by class of cell <==
cell class,instances,area (µm²)
well taps,102,128
clock buffers,4,45.0
flip-flops and latches,15,379
multi-input cells,107,808
repair buffers,18,180
inverters,5,18.8
fillers,823,6090
==> where the power goes <==
group / switching [mW] / leakage (nW) / total, mW / internal [mW]
registers: 0.0603 / 0.168 / 0.208 / 0.148
logic: 0.213 / 0.462 / 0.480 / 0.266
clock network: 0.0329 / 0.0228 / 0.0757 / 0.0427
total: 0.307 / 0.653 / 0.763 / 0.457
==> metal layers <==
metal	global-route usage	vias to the layer above
met3	0.00422	4
met1	0.0667	469
li1	-	521
met5	0	-
met2	0.0810	19
met4	0.0115	0
==> cells in the final DEF (no fill, tap or decap), types with 2 or more instances in the layout <==
cell and count:
sky130_fd_sc_hd__a21oi_1 19, sky130_fd_sc_hd__clkdlybuf4s50_1 18, sky130_fd_sc_hd__ha_1 13, sky130_fd_sc_hd__dfrtp_1 12
sky130_fd_sc_hd__nor2_1 10, sky130_fd_sc_hd__nand2_1 7, sky130_fd_sc_hd__xor2_1 7, sky130_fd_sc_hd__xnor2_1 7
sky130_fd_sc_hd__nand3_1 5, sky130_fd_sc_hd__a21o_1 5, sky130_fd_sc_hd__inv_1 5, sky130_fd_sc_hd__nand4_1 3
sky130_fd_sc_hd__o21ai_0 3, sky130_fd_sc_hd__mux2_4 3, sky130_fd_sc_hd__clkbuf_8 3, sky130_fd_sc_hd__dfstp_2 3
sky130_fd_sc_hd__a31o_2 2, sky130_fd_sc_hd__a31oi_1 2, sky130_fd_sc_hd__and3_1 2
No activity file was given, so power comes from the tool's default toggle rates.
